**design/flow/run.sh**
```bash
#!/bin/bash
# OpenROAD 26Q1-2900-gdf79404cd8, Yosys 0.63+post, stock flow scripts
make -C /OpenROAD-flow-scripts/flow DESIGN_CONFIG=/design/flow/config.mk WORK_HOME=/design/flow/orfs finish
```
**design/flow/config.mk**
```make
export PLATFORM = sky130hd
export DESIGN_NAME = Two_IN_MUX_UART
export DESIGN_NICKNAME = Two_IN_MUX_UART
export VERILOG_FILES = /design/flow/design.v
export SDC_FILE = /design/flow/constraint.sdc
export NUM_CORES = 4
export LEC_CHECK = 1
export CORE_AREA = 10 10 74 74
export DIE_AREA = 0 0 84 84
```
**design/flow/constraint.sdc**
```tcl
current_design Two_IN_MUX_UART

set clk_period 1.0
set clk_io_pct 0.2

create_clock -name clk0 -period $clk_period

set non_clock_inputs [all_inputs -no_clocks]
set_input_delay [expr $clk_period * $clk_io_pct] -clock clk0 $non_clock_inputs
set_output_delay [expr $clk_period * $clk_io_pct] -clock clk0 [all_outputs]
```
**design/flow/design.v**
```verilog
module Two_IN_MUX_UART #(parameter width =56) (
    input wire  [width-1:0]  IN0,
    input wire  [width-1:0]  IN1,
    input wire               sel,
    output reg  [width-1:0]  OUT
);
always @(*) 
 begin
    case (sel)
        1'b0: OUT = IN0;
        1'b1: OUT = IN1;
        default: OUT = 'd0; 
    endcase   
end
endmodule
```
==> run_results.csv <==
group,metric,value,unit
outcome,status,"finished with violations",
outcome,violations,"setup timing",
global_routing,met2_usage,30.5,%
setup_path,arrival,1.01,ns
drt,drt-vias-per-instance,4.32,
placement,io_buffers,169,
timing,fmax,0.829,GHz
hold_path,hold_path_class,"primary input to output pin",
floorplan,die_y,84,µm
floorplan,die_w,84,µm
placement,place_congestion,0.834,
power,p_leak,0.00151,µW
global_routing,grt_util_met3,7.48,%
drt,detail_route.iter0.violations,12,
layout,flop-count,0,
floorplan,core_area,3970,µm²
setup_path,startpoint,"sel",
placement,dpl_worst_slack,-0.585,ns
logic_synthesis,synth_cells,62,
layout,flop_area,0,µm²
timing,period_needed,1.21,ns
logic_synthesis,syn_area,842,µm²
floorplan,io_pins,169,
global_routing,use_met1,13.7,%
drt,drc,0,
layout,drive_above_1_share,53.3,%
setup_path,endpoint_kind,"output pin",
logic_synthesis,yosysUniqueCellTypes,4,
logic_synthesis,yosys_cells,62,
global_routing,antenna_found_initial,1,
timing,slew_headroom,93.2,%
timing,finalWorstSetupSlack,-0.206,ns
floorplan,fp_util,21.2,%
placement,dpl.hpwl,5210,µm
timing,finalClockPeriodUsage,121,%
setup_path,path_max_fanout,7,
logic_synthesis,ys_seq_share,0,%
hold_path,hp-start,"IN1[37]",
logic_synthesis,ys_warn_count,1,
power,sw_frac_of_total,22.0,%
power,power_frac_seq,0,%
drt,wl_per_cell,20.1,µm
logic_synthesis,yosysChipArea,842,µm²
layout,syn_to_final_growth,232,%
drt,ant_nets,0,
floorplan,num_rows,23,
cts,hold_buffers,0,
timing,grt_setup_unrepaired,"true",
setup_path,required,0.80,ns
power,p_comb_share,100.0,%
drt,firstDrtPassIters,2,
power,ir_worst_vdd,0.000216,V
global_routing,busiest_layer,"met2",
global_routing,grt_usage,15.3,%
power,pwr-share-clk,0,%
timing,setup_tns,-8.37,ns
timing,setup_viol,56,
timing,worst_pin_slew,0.102,ns
power,p_sw,254,µW
setup_path,startpoint_type,"primary input",
power,power.internal,902,µW
layout,comb_area,837,µm²
global_routing,grt_pass1_vias,1537,
run,warnings,35,
timing,hold_viol_final,0,
global_routing,grt_pass1_wl,8690,µm
drt,wl,5860,µm
run,maxCapViolCount,0,
layout,clkbuf_count,0,
logic_synthesis,syn-mean-instance-area,13.6,µm²
drt,vias,1257,
layout,fill_cells,317,
setup_path,critical_path_class,"primary input to output pin",
timing,slew_viol_final,0,
global_routing,grt_max_degree,8,
power,power_density,414,nW/µm²
global_routing,overflow,0,
floorplan,dieArea,7060,µm²
-- cells in the mapped netlist --
cell type  count  share of area [%]
mux2_4        40                 71
mux2_2        16                 21
buf_6          5                6.7
buf_2          1               0.59
-- worst max-delay path, stage by stage --
cell    delay [ns]
buf_16        0.13
buf_8         0.13
buf_16        0.13
mux2_4        0.30
buf_6         0.11
-- logic make-up (layout without fill, tap and decap cells) --
family,count (synthesis),count (layout),share of synthesized area (%)
buf+inv,6,184,7.28
other cells,0,1,0
mux,56,56,92.7
-- through the flow --
stage / cell area (µm²) / util [%] / power (µW) / std cells / hold WS, ns
floorplan: 842 / - / 301 / 62 / 0.498
global placement: 2590 / 65.2 / 1130 / 278 / 1.37
detailed placement: 2590 / 65.2 / 1130 / 278 / 1.37
CTS: 2630 / 66.2 / 1090 / 291 / 0.807
global route: 2790 / 70.3 / 1230 / 291 / 0.713
finish: 2790 / 70.3 / 1160 / 291 / 0.696
-- per-layer routing --
layer	vias up	share of wire [%]
li1	599	-
met1	573	31
met2	83	57
met3	2	12
met4	0	0.48
met5	-	0
-- path summary, 6_finish.rpt --
check  cells after the start  slack, ns       to
min                        3       0.70  OUT[37]
max                        5      -0.21  OUT[22]
-- timing repair --
action,in CTS,in global routing
gates resized,244,41
buffers inserted,6,0
gates cloned,7,0
endpoints found under the setup margin,56,56
-- power by group through the flow --
| stage | registers (µW) | logic [µW] | clock network [µW] |
|---|---|---|---|
| 5_1_grt | 0 | 1230 | 0.000134 |
| 4_1_cts | 0 | 1090 | 0 |
| 6_report | 0 | 1160 | 0.000134 |
-- cells in the final DEF, fill, tap and decap left out, drive strengths merged --
cell,count
buf,72
clkdlybuf4s50,57
mux2,56
diode,1
dlygate4sd2,42
dlymetal6s2s,13
-- cell type report --
| cell class | instances | area share [%] |
|---|---|---|
| well taps | 50 | 2.24 |
| multi-input cells | 56 | 30.0 |
| repair buffers | 184 | 67.7 |
| diodes | 1 | 0.0896 |
No activity file was given, so power comes from the tool's default toggle rates.
